--- flow/constraint.sdc ---
current_design cmd_controller

set clk_period 2.9
set clk_io_pct 0.2

create_clock -name clk0 -period $clk_period [get_ports {clk}]

set non_clock_inputs [all_inputs -no_clocks]
set_input_delay [expr $clk_period * $clk_io_pct] -clock clk0 $non_clock_inputs
set_output_delay [expr $clk_period * $clk_io_pct] -clock clk0 [all_outputs]
--- flow/design.v ---
`timescale 1ns / 1ps
`default_nettype none
`timescale 1ns / 1ps
module cmd_controller(
    input wire clk,
    input wire rst_n,
    input wire [39:0] cmd,
    input wire cmd_ready,
    output reg cmd_read_en,
    output wire [15:0] cmd_addr,
    output wire [15:0] cmd_data,
    input wire [15:0] read_data,
    output wire [39:0] read_msg,
    output wire read_msg_ready,
    output reg ctrl_read_en,
    output reg ctrl_write_en,
    input wire ctrl_write_done,
    output reg status_read_en,
    output reg status_write_en,
    output reg mon_reg_read_en,
    output reg mon_chan_read_en,
    output reg agc_fixed_read_en,
    input wire agc_fixed_read_done,
    output reg agc_erasable_read_en,
    input wire agc_erasable_read_done,
    output reg agc_erasable_write_en,
    input wire agc_erasable_write_done,
    output reg agc_channels_read_en,
    input wire agc_channels_read_done,
    output reg agc_channels_write_en,
    input wire agc_channels_write_done,
    output reg crs_read_en,
    output reg crs_write_en,
    output reg ems_read_en,
    output reg ems_write_en,
    output reg mon_dsky_read_en,
    output reg mon_dsky_write_en,
    output reg trace_read_en,
    output reg nassp_read_en,
    output reg nassp_write_en,
    input wire nassp_write_done,
    output reg cdu_read_en,
    output reg cdu_write_en,
    input wire cdu_write_done
);
localparam IDLE          = 0,
           ERASABLE      = 1,
           FIXED         = 2,
           CHANNELS      = 3,
           SIM_ERASABLE  = 4,
           SIM_FIXED     = 5,
           CONTROL       = 6,
           STATUS        = 7,
           MON_REGS      = 8,
           MON_CHANNELS  = 9,
           MON_DSKY      = 10,
           TRACE         = 11,
           NASSP         = 12,
           CDU           = 13,
           SEND_READ_MSG = 15;
reg [3:0] state;
reg [3:0] next_state;
wire [6:0] new_cmd_addr_group;
assign new_cmd_addr_group = cmd[38:32];
reg [39:0] active_cmd;
reg [39:0] active_cmd_q;
wire cmd_write_flag;
wire [6:0] cmd_addr_group;
assign cmd_write_flag = active_cmd[39];
assign cmd_addr_group = active_cmd[38:32];
assign cmd_addr = active_cmd[31:16];
assign cmd_data = active_cmd[15:0];
assign read_msg = {1'b1, cmd_addr_group, cmd_addr, read_data};
assign read_msg_ready = (state == SEND_READ_MSG);
always @(posedge clk or negedge rst_n) begin
    if (~rst_n) begin
        state <= IDLE;
        active_cmd <= 40'b0;
    end else begin
        state <= next_state;
        active_cmd <= active_cmd_q;
    end
end
always @(*) begin
    next_state = state;
    active_cmd_q = active_cmd;
    cmd_read_en = 1'b0;
    ctrl_read_en = 1'b0;
    ctrl_write_en = 1'b0;
    status_read_en = 1'b0;
    status_write_en = 1'b0;
    mon_reg_read_en = 1'b0;
    mon_chan_read_en = 1'b0;
    agc_fixed_read_en = 1'b0;
    agc_erasable_read_en = 1'b0;
    agc_erasable_write_en = 1'b0;
    agc_channels_read_en = 1'b0;
    agc_channels_write_en = 1'b0;
    crs_read_en = 1'b0;
    crs_write_en = 1'b0;
    ems_read_en = 1'b0;
    ems_write_en = 1'b0;
    mon_dsky_read_en = 1'b0;
    mon_dsky_write_en = 1'b0;
    trace_read_en = 1'b0;
    nassp_read_en = 1'b0;
    nassp_write_en = 1'b0;
    cdu_read_en = 1'b0;
    cdu_write_en = 1'b0;
    case (state)
    IDLE: begin
        if (cmd_ready) begin
            cmd_read_en = 1'b1;
            active_cmd_q = cmd;
            case (new_cmd_addr_group)
            7'h00:     next_state = ERASABLE;
            7'h01:        next_state = FIXED;
            7'h02:     next_state = CHANNELS;
            7'h10: next_state = SIM_ERASABLE;
            7'h11:    next_state = SIM_FIXED;
            7'h20:      next_state = CONTROL;
            7'h24:       next_state = STATUS;
            7'h21:     next_state = MON_REGS;
            7'h22: next_state = MON_CHANNELS;
            7'h23:     next_state = MON_DSKY;
            7'h25:        next_state = TRACE;
            7'h26:        next_state = NASSP;
            7'h27:          next_state = CDU;
            default:                  next_state = IDLE;
            endcase
        end
    end
    ERASABLE: begin
        if (~cmd_write_flag) begin
            if (agc_erasable_read_done) begin
                next_state = SEND_READ_MSG;
            end else begin
                agc_erasable_read_en = 1'b1;
            end
        end else begin
            if (agc_erasable_write_done) begin
                next_state = IDLE;
            end else begin
                agc_erasable_write_en = 1'b1;
            end
        end
    end
    FIXED: begin
        if (~cmd_write_flag) begin
            if (agc_fixed_read_done) begin
                next_state = SEND_READ_MSG;
            end else begin
                agc_fixed_read_en = 1'b1;
            end
        end else begin
            next_state = IDLE;
        end
    end
    CHANNELS: begin
        if (~cmd_write_flag) begin
            if (agc_channels_read_done) begin
                next_state = SEND_READ_MSG;
            end else begin
                agc_channels_read_en = 1'b1;
            end
        end else begin
            if (agc_channels_write_done) begin
                next_state = IDLE;
            end else begin
                agc_channels_write_en = 1'b1;
            end
        end
    end
    SIM_ERASABLE: begin
        if (~cmd_write_flag) begin
            ems_read_en = 1'b1;
            next_state = SEND_READ_MSG;
        end else begin
            ems_write_en = 1'b1;
            next_state = IDLE;
        end
    end
    SIM_FIXED: begin
        if (~cmd_write_flag) begin
            crs_read_en = 1'b1;
            next_state = SEND_READ_MSG;
        end else begin
            crs_write_en = 1'b1;
            next_state = IDLE;
        end
    end
    CONTROL: begin
        if (cmd_write_flag) begin
            if (ctrl_write_done) begin
                next_state = IDLE;
            end else begin
                ctrl_write_en = 1'b1;
            end
        end else begin
            ctrl_read_en = 1'b1;
            next_state = SEND_READ_MSG;
        end
    end
    STATUS: begin
        if (~cmd_write_flag) begin
            status_read_en = 1'b1;
            next_state = SEND_READ_MSG;
        end else begin
            status_write_en = 1'b1;
            next_state = IDLE;
        end
    end
    MON_REGS: begin
        if (~cmd_write_flag) begin
            mon_reg_read_en = 1'b1;
            next_state = SEND_READ_MSG;
        end else begin
            next_state = IDLE;
        end
    end
    MON_CHANNELS: begin
        if (~cmd_write_flag) begin
            mon_chan_read_en = 1'b1;
            next_state = SEND_READ_MSG;
        end else begin
            next_state = IDLE;
        end
    end
    MON_DSKY: begin
        if (~cmd_write_flag) begin
            mon_dsky_read_en = 1'b1;
            next_state = SEND_READ_MSG;
        end else begin
            mon_dsky_write_en = 1'b1;
            next_state = IDLE;
        end
    end
    TRACE: begin
        if (~cmd_write_flag) begin
            trace_read_en = 1'b1;
            next_state = SEND_READ_MSG;
        end else begin
            next_state = IDLE;
        end
    end
    NASSP: begin
        if (cmd_write_flag) begin
            if (nassp_write_done) begin
                next_state = IDLE;
            end else begin
                nassp_write_en = 1'b1;
            end
        end else begin
            nassp_read_en = 1'b1;
            next_state = SEND_READ_MSG;
        end
    end
    CDU: begin
        if (cmd_write_flag) begin
            if (cdu_write_done) begin
                next_state = IDLE;
            end else begin
                cdu_write_en = 1'b1;
            end
        end else begin
            cdu_read_en = 1'b1;
            next_state = SEND_READ_MSG;
        end
    end
    SEND_READ_MSG: begin
        next_state = IDLE;
    end
    default: begin
        next_state = IDLE;
    end
    endcase
end
endmodule
`default_nettype wire
--- flow/config.mk ---
export PLATFORM = sky130hd
export DESIGN_NAME = cmd_controller
export DESIGN_NICKNAME = cmd_controller
export VERILOG_FILES = /design/flow/design.v
export SDC_FILE = /design/flow/constraint.sdc
export NUM_CORES = 4
export LEC_CHECK = 1
export CORE_UTILIZATION = 50
--- flow/run.sh ---
#!/bin/bash
# OpenROAD 26Q1-2900-gdf79404cd8, Yosys 0.63+post, stock flow scripts
make -C /OpenROAD-flow-scripts/flow DESIGN_CONFIG=/design/flow/config.mk WORK_HOME=/design/flow/orfs finish
==> impl_metrics.tcl <==
# collected from the flow reports
set metrics [dict create \
    numPortBuffers 129 \
    drive_above_1_share 0.194 \
    synth.yosys.warnings 1 \
    finalHoldWorstSlack_ps 313 \
    timing.critical_path.buf_inv 1 \
    clkLatencyLatePin_ps 290 \
    detailedRoute.firstPassIterationCount 4 \
    setup.worst_path.end_class "output pin" \
    post_synth.cell_area_avg_um2 12.3 \
    worstPathCellList "or2_1 -> nor4_1 -> clkdlybuf4s50_1" \
    worstPathMaxFanout 9 \
    grt_util_all_layers 0.222 \
    synth.yosys.seq_area_share 0.432 \
    worst_slack_at_placement_ps 477 \
    finalCriticalPeriod_ps 2590 \
    r2r.worst_path.cells 5 \
    power.net_switching_mw 0.869 \
    totalWireLength_um 5820 \
    grt_setup_unrepaired "no" \
    antenna_violating_nets_left 0 \
    timing.slew.headroom 0.514 \
    dpl.hpwl_um 4320 \
    vias_per_cell 5.03 \
    hold_viol_final 0 \
    asyncSetResetFlopFracSynth 1.00 \
    cts-root-to-sink-buffers 2 \
    power_density_over_cell_area_nw_per_um2 858 \
    die_width_um 73.4 \
    combinationalPowerShare 0.518 \
    timing.hold.worst.class "in2async" \
    critical_path_class "reg2out" \
    cp_top_family "simple AND/OR/NAND/NOR gates" \
    setup-tns-final_ps 0 \
    cells_resized_by_post_cts_repair 0 \
    boundaryPins 163 \
    post_synth_main_area_contributors "sky130_fd_sc_hd__dfrtp_1, sky130_fd_sc_hd__mux2_4, sky130_fd_sc_hd__buf_4" \
    timing.critical_path.required_ps 2320 \
    timing.final.max_slew_violations 0 \
    power_report.internal_total_mw 2.30 \
    timing.rr.start "state[1]" \
    worst_pin_slew_ps 728 \
    gr-total-overflow 0 \
    fp-utilization 0.529 \
    yosys.cell_count.top_type "sky130_fd_sc_hd__dfrtp_1" \
    grt_pass1_vias 1703 \
    cp.arrival_ps 2010 \
    critical_path.startpoint_type "flip-flop" \
    setup_viol 0 \
    vertical_die_dimension_um 73.4 \
    antenna_found_initial 0 \
    synth_stat.cells 207 \
    place_congestion 0.808 \
    pwr-share-clk 0.114 \
    clkTransAtPathRegs_ps 80 \
    post_synth_instance_area_um2 2550 \
    htree_levels 2 \
    final_critical_path_setup_slack_ps 305 \
    synth.lib_cells_used.distinct 36 \
    synth.top_cells.by_count "sky130_fd_sc_hd__dfrtp_1, sky130_fd_sc_hd__mux2_4, sky130_fd_sc_hd__buf_4, sky130_fd_sc_hd__nor2_1, sky130_fd_sc_hd__nor3_1" \
    vdd_ir_drop_max_v 0.000563 \
    yosys.stat.chipArea_um2 2550 \
    vias_post_dr 1866 \
    leakagePower_nw 1.66 \
    grt_first_pass_wirelength_um 8920 \
    power.share.sequential 0.368 \
    status "completed" \
    fp.coreArea_um2 4820 \
    post_cts_buffers 0 \
    tritoncts "yes" \
    cts_hold_repair.buffers 0 \
    cell_count_after_synthesis 207 \
    switching_share 0.274 \
    finalClockSkew_ps 6.33 \
    grt_max_degree 43 \
    timing.reg2reg.setup_slack_ps 640 \
    netlist.area_leader.share 0.432 \
    period_used_share 0.895 \
    clock-root-buffer "sky130_fd_sc_hd__clkbuf_8" \
    syn_to_final_growth_pct 44.9 \
    cts_sinks 44 \
    floorplan.rows 25 \
    synth-edff-count 0 \
    cp.depth 3 \
    ys_ff 44 \
    numCtsBuffers 5 \
    wl_per_cell_um 15.7 \
    first_iter_violations 99 \
    cpMaxStageDelayCell "sky130_fd_sc_hd__clkdlybuf4s50_1" \
    floorplan.die_area_um2 5380 \
    yosys.area.top_type "sky130_fd_sc_hd__dfrtp_1" \
    worstReg2RegEnd "active_cmd[34]" \
    critPathMaxStageDelay_ps 510 \
    drc 0 \
    ff_type "sky130_fd_sc_hd__dfrtp_1" \
    route.antenna.diode_count 0 \
    max_cap_viol_count 0 \
    peak_clock_frequency_supported_by_timing_mhz 385 \
    tool_warnings 29 \
]
## worst max-delay path by stage
| stage | startpoint | end | slack (ps) |
|---|---|---|---|
| 4_1_cts | state[2] | agc_erasable_read_en | 290 |
| 6_report | state[2] | agc_erasable_read_en | 310 |
| 5_1_grt | state[3] | agc_erasable_read_en | 190 |
## per-stage QoR
stage,power [mW],std cells,cell area [µm²],utilization
global placement,2.77,364,3610,0.750
finish,3.17,371,3690,0.766
global route,3.38,371,3690,0.766
detailed placement,2.82,364,3610,0.750
floorplan,1.97,207,2550,-
CTS,3.20,371,3690,0.766
## per-layer routing
layer / part of all wire / track usage / up-vias
li1: - / - / 872
met1: 0.44 / 0.351 / 879
met2: 0.45 / 0.322 / 101
met3: 0.077 / 0.0569 / 14
met4: 0.025 / 0.0513 / 0
met5: 0 / 0 / -
## placed cells by master, fill, tap and decap left out, types with 4 or more instances in the layout
cell,count
sky130_fd_sc_hd__clkdlybuf4s50_1,128
sky130_fd_sc_hd__dfrtp_1,44
sky130_fd_sc_hd__mux2_4,35
sky130_fd_sc_hd__nor2_1,20
sky130_fd_sc_hd__nor3_1,7
sky130_fd_sc_hd__nand2_1,6
sky130_fd_sc_hd__o21ai_0,6
sky130_fd_sc_hd__clkbuf_8,5
sky130_fd_sc_hd__mux2_1,4
sky130_fd_sc_hd__ha_1,4
## flip-flops by register name, indices dropped and copies added, names as in the netlist
name	flops
active_cmd	40
state	4
## cell families after synthesis
family,after synthesis,synth area share
other,1,0.00147
DFF,44,0.432
adders and majority gates,4,0.0196
AOI/OAI and AO/OA,15,0.0422
buffers and inverters,44,0.131
and+or+nand+nor,56,0.133
muxes,43,0.241
## power by group through the flow
stage,Clock [mW],Combinational (mW),Sequential [mW]
4_1_cts,0.377,1.66,1.17
5_1_grt,0.402,1.77,1.21
6_report,0.363,1.64,1.17
## cell type report
| cell class | count | area, µm² |
|---|---|---|
| clock buffers | 5 | 68.8 |
| clock inverters | 2 | 12.5 |
| fillers | 327 | 1120 |
| inverters | 3 | 11.3 |
| multi-input cells | 119 | 1110 |
| flip-flops and latches | 44 | 1100 |
| well taps | 67 | 83.8 |
| repair buffers | 131 | 1300 |
No activity file was given, so power comes from the tool's default toggle rates.
