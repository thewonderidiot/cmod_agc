==> design/flow/design.v <==
`timescale 1ns / 1ps
`default_nettype none
`timescale 1ns / 1ps
module peripheral_instructions(
    input wire clk,
    input wire rst_n,
    input wire monwt,
    input wire [12:1] mt,
    input wire [3:1] mst,
    input wire [16:1] mwl,
    input wire msp,
    output wire inhibit_mstp,
    output reg inhibit_ws,
    output wire rbbk,
    input wire mreqin,
    input wire mtcsa_n,
    input wire load,
    input wire read,
    input wire loadch,
    input wire readch,
    input wire tcsaj,
    input wire [15:1] bb,
    input wire [12:1] s,
    input wire [15:0] data,
    output reg [16:1] read_data,
    output reg read_parity,
    output wire complete,
    output wire mtcsai,
    output wire mread,
    output wire mload,
    output wire mrdch,
    output wire mldch,
    output wire monwbk,
    output reg [16:1] mdt
);
localparam IDLE = 0,
           WAIT_MREQ_DONE = 1,
           REQUEST = 2,
           ALLOW_MCT = 3,
           READ = 4,
           LOAD = 5,
           READCH = 6,
           LOADCH = 7,
           TCSAJ = 8,
           COMPLETE = 9;
reg [3:0] state;
reg [3:0] next_state;
reg [4:0] request;
reg [4:0] request_q;
reg [15:1] req_bb;
reg [15:1] req_bb_q;
reg [12:1] req_s;
reg [12:1] req_s_q;
reg [15:0] req_data;
reg [15:0] req_data_q;
reg [15:0] read_data_q;
reg read_parity_q;
assign mtcsai = request[0];
assign mrdch = request[1];
assign mldch = request[2];
assign mread = request[3];
assign mload = request[4];
assign inhibit_mstp = (state != IDLE) && (state != WAIT_MREQ_DONE) && (state != REQUEST);
assign monwbk = (state == LOAD) & ((req_s == 12'o0003) | (req_s == 12'o0004) | (req_s == 12'o0006));
assign rbbk = ((state == LOAD) | (state == READ)) & (mst == 3'd1) & mt[10];
assign complete = (state == COMPLETE);
reg [13:0] timer;
always @(posedge clk or negedge rst_n) begin
    if (~rst_n) begin
        timer <= 14'b0;
    end else begin
        if (state == IDLE) begin
            timer <= 14'b0;
        end else if (timer < 9375) begin
            timer <= timer + 1;
        end
    end
end
reg mt12_q;
reg [1:0] t12_starts;
always @(posedge clk or negedge rst_n) begin
    if (~rst_n) begin
        mt12_q <= 1'b0;
        t12_starts <= 2'b0;
    end else begin
        mt12_q <= mt[12];
        if (state == REQUEST) begin
            if ((t12_starts < 3) & ~mt12_q & mt[12]) begin
                t12_starts <= t12_starts + 1;
            end
        end else begin
            t12_starts <= 2'b0;
        end
    end
end
always @(*) begin
    inhibit_ws = 1'b0;
    case (state)
    READ,LOAD: begin
        if (mst == 3'd1) inhibit_ws = 1;
    end
    READCH,LOADCH: begin
        if (mt[8]) inhibit_ws = 1;
    end
    endcase
end
always @(*) begin
    mdt = 16'b0;
    read_data_q = read_data;
    read_parity_q = read_parity;
    case (state)
    READ,LOAD: begin
        if (mst == 3'd0) begin
            if (mt[4]) mdt = {req_bb[15], req_bb};
            if (mt[8]) mdt = {4'b0, req_s};
        end else begin
            if ((state == READ) & mt[7]) begin
                read_data_q = mwl;
                read_parity_q = msp;
            end
            if ((state == LOAD) & (mt[4] | mt[9])) mdt = req_data;
        end
    end
    READCH,LOADCH: begin
        if (mt[1]) mdt = {4'b0, req_s};
        if ((state == READCH) & mt[5]) read_data_q = mwl;
        if ((state == LOADCH) & mt[7]) mdt = req_data;
    end
    TCSAJ: begin
        if (mt[8]) mdt = {4'b0, req_s};
    end
    endcase
end
always @(*) begin
    request_q = 5'b0;
    next_state = state;
    req_bb_q = req_bb;
    req_s_q = req_s;
    req_data_q = req_data;
    if (state == IDLE) begin
        if (load | read | loadch | readch | tcsaj) begin
            next_state = WAIT_MREQ_DONE;
            req_bb_q = bb;
            req_s_q = s;
            req_data_q = data;
        end
    end else if (state == COMPLETE) begin
        next_state = IDLE;
    end else if (timer < 9375) begin
        request_q = request;
        case (state)
        WAIT_MREQ_DONE: begin
            if (~mreqin) begin
                request_q = {load, read, loadch, readch, tcsaj};
                next_state = REQUEST;
            end
        end
        REQUEST: begin
            if (t12_starts >= 3) begin
                next_state = ALLOW_MCT;
            end else begin
                if (mreqin) begin
                    if (mread) begin
                        next_state = READ;
                    end else if (mload) begin
                        next_state = LOAD;
                    end else if (mrdch) begin
                        next_state = READCH;
                    end else begin
                        next_state = LOADCH;
                    end
                end else if (~mtcsa_n & monwt & mt[12]) begin
                    next_state = TCSAJ;
                end
            end
        end
        ALLOW_MCT: begin
            if (mt[1]) begin
                next_state = REQUEST;
            end
        end
        READ,LOAD: begin
            if ((mst == 3'b1) & mt[11]) begin
                next_state = COMPLETE;
            end
        end
        READCH,LOADCH,TCSAJ: begin
            if (mt[9]) begin
                next_state = COMPLETE;
            end
        end
        endcase
    end else begin
        next_state = COMPLETE;
    end
end
always @(posedge clk or negedge rst_n) begin
    if (~rst_n) begin
        state <= IDLE;
        request <= 5'b0;
        req_bb <= 15'b0;
        req_s <= 12'b0;
        read_data <= 16'b0;
        req_data <= 16'b0;
        read_parity <= 1'b0;
    end else begin
        state <= next_state;
        request <= request_q;
        req_bb <= req_bb_q;
        req_s <= req_s_q;
        read_data <= read_data_q;
        read_parity <= read_parity_q;
        req_data <= req_data_q;
    end
end
endmodule
`default_nettype wire
==> design/flow/run.sh <==
#!/bin/bash
# OpenROAD 26Q1-2900-gdf79404cd8, Yosys 0.63+post, stock flow scripts
make -C /OpenROAD-flow-scripts/flow DESIGN_CONFIG=/design/flow/config.mk WORK_HOME=/design/flow/orfs finish
==> design/flow/config.mk <==
export PLATFORM = sky130hd
export DESIGN_NAME = peripheral_instructions
export DESIGN_NICKNAME = peripheral_instructions
export VERILOG_FILES = /design/flow/design.v
export SDC_FILE = /design/flow/constraint.sdc
export NUM_CORES = 4
export LEC_CHECK = 1
export CORE_UTILIZATION = 30
==> design/flow/constraint.sdc <==
current_design peripheral_instructions

set clk_period 6.4
set clk_io_pct 0.2

create_clock -name clk0 -period $clk_period [get_ports {clk}]

set non_clock_inputs [all_inputs -no_clocks]
set_input_delay [expr $clk_period * $clk_io_pct] -clock clk0 $non_clock_inputs
set_output_delay [expr $clk_period * $clk_io_pct] -clock clk0 [all_outputs]
==> flow_summary_export.csv <==
group,metric,value,unit
clock_network,cts_hold_buffers,0,
cells_and_area,fillers,1336,
critical_path,path_class,"input port to primary output",
final_timing,hold_viol,0,
final_timing,maxSlewViolCount,0,
floorplan,placementRows,43,
critical_path,worstSetupStartpointType,"input port",
global_routing,grt_overflow,0,
global_routing,grt_use_met3,4.06,%
clock_network,cts-root-buf,"clkbuf_16",
clock_network,clock_latency,0.34,ns
critical_path,slowest_delay,0.77,ns
final_timing,slew_headroom,48.2,%
clock_network,cts_made_buffers,9,
cells_and_area,syn2layout_area_growth,39.8,%
floorplan,die_w,122,um
final_timing,rsz0062_at_grt,"no",
cells_and_area,drive_gt1_share,19.3,%
global_routing,use_met1,24.3,%
route,dr_total_vias,3535,
global_routing,grt_max_degree,52,
placement,place_area,0.00577,mm2
synthesis,xor_share,1.42,%
route,drt-total-wl,11.4,mm
critical_path,critPathSlowestCell,"and3b_1",
critical_path,required,5.12,ns
global_routing,grt_use_total,16.2,%
synthesis,ys_warn_count,1,
synthesis,ys_cells,377,
route,first_iter_violations,216,
placement,gp_congestion,0.892,
critical_path,r2r_end,"state[1]",
synthesis,ff_type,"dfrtp_1",
critical_path,path_buffers,2,
synthesis,ys_seq_share,49.7,%
critical_path,cp_cell_sequence,"clkdlybuf4s50_1 -> nor3_1 -> and3b_1 -> a222oi_1 -> o21ai_0 -> clkdlybuf4s50_1",
final_timing,fmaxAchievable,0.185,GHz
clock_network,htree_levels,3,
final_timing,setup_viol,0,
power,p_per_area,387,mW/mm2
route,viasPerCell,5.18,
critical_path,rrSetupSlack,3.81,ns
clock_network,cts_sinks,86,
final_timing,setup-tns-final,0,ns
clock_network,cts_tree,"built",
clock_network,cts.clk_slew.worst_paths,0.06,ns
critical_path,reg2reg_depth,7,
power,ir_worst_vdd,227,uV
min_path,min_to,"read_parity",
floorplan,die_h,122,um
final_timing,holdWs,0.508,ns
global_routing,antenna_found_initial,0,
critical_path,cp.arrival,4.12,ns
power,leakagePower,2.40,nW
synthesis,postSynthCellCount,377,
synthesis,synth_area,0.00433,mm2
route,drtPass1Iterations,6,
global_routing,met2_usage,24.9,%
min_path,worst_hold_path_type,"register to register",
synthesis,synthArstFlopShare,100,%
synthesis,ys_sh_mux,18.2,%
job,drv_cap,0,
placement,dpl.hpwl,7.83,mm
cells_and_area,final_area,0.00605,mm2
clock_network,post_cts_resized,0,
critical_path,crit_path_frequent_cell,"clkdlybuf4s50_1",
synthesis,edf_count,0,
run_status,outcome,"finished, final reports clean",
synthesis,ys_ff,86,
route,route.detailed.drc,0,
critical_path,worstReg2RegStart,"state[0]",
floorplan,ios,128,
final_timing,min_period,5.40,ns
synthesis,ys_area,0.00433,mm2
floorplan,coreArea,0.0140,mm2
global_routing,grt_pass1_vias,3637,
synthesis,simple_gate_share,14.3,%
final_timing,skew,0.00524,ns
synthesis,synthAoiAreaFrac,13.2,%
clock_network,post_cts_buffers,0,
synthesis,yosysUniqueCellTypes,52,
critical_path,critPathTopFamily,"simple AND/OR/NAND/NOR gates",
job,warnings,28,
synthesis,avgSynthCellArea,11.5,um2
route,diodes,0,
min_path,holdCritStartpoint,"read_parity",
critical_path,cp-end-kind,"primary output",
final_timing,tightest_slew,0.777,ns
route,ant_nets,0,
critical_path,path_max_fanout,16,
min_path,min_path_cells,1,
synthesis,adder_share,0.578,%
synthesis,top_logic_kind,"multiplexers",
global_routing,grt_first_pass_wirelength,18.4,mm
floorplan,dieArea,0.0149,mm2
route,wl_per_cell,16.7,um
placement,io_buffers,124,
clock_network,cts_buffer_depth,2,
final_timing,fin_crit_sh,84.4,%
floorplan,initCoreUtil,31.0,%
global_routing,grt_busiest_layer,"met2",
[Yosys cell counts, types with 2 or more instances]
| master | count | share of area (%) |
|---|---|---|
| and3_1 | 3 | 0.43 |
| nor4_1 | 4 | 0.58 |
| nand4b_1 | 2 | 0.40 |
| xnor2_1 | 6 | 1.2 |
| or3_1 | 6 | 0.87 |
| nand2b_1 | 5 | 0.72 |
| mux2i_1 | 8 | 1.8 |
| nand3_1 | 2 | 0.23 |
| mux2_1 | 3 | 0.78 |
| o31ai_1 | 3 | 0.52 |
| a31oi_1 | 2 | 0.29 |
| nor3b_1 | 9 | 1.6 |
| nor2_1 | 30 | 2.6 |
| a22oi_1 | 12 | 2.1 |
| o21ai_0 | 20 | 2.3 |
| or2_2 | 2 | 0.29 |
| nor2b_1 | 2 | 0.29 |
| a21oi_1 | 11 | 1.3 |
| o22ai_1 | 3 | 0.43 |
| a32oi_1 | 2 | 0.40 |
| inv_1 | 3 | 0.26 |
| a222oi_1 | 12 | 2.8 |
| a32o_1 | 5 | 1.2 |
| ha_1 | 2 | 0.58 |
| mux2_2 | 60 | 16 |
| clkbuf_1 | 12 | 1.0 |
| or4_1 | 3 | 0.52 |
| nor4_2 | 2 | 0.58 |
| nor3_1 | 5 | 0.58 |
| o221ai_1 | 2 | 0.40 |
| dfrtp_1 | 86 | 50 |
| a31o_2 | 2 | 0.40 |
| buf_2 | 10 | 1.2 |
| nand3b_1 | 2 | 0.35 |
| and2_1 | 2 | 0.29 |
| nand2_1 | 16 | 1.4 |
| nand4_1 | 3 | 0.43 |
[worst reg2reg max path: stages (launching register included)]
cell      delay, ns
dfrtp_1        0.69
nor4_4         0.10
buf_4          0.22
o21ai_4        0.07
buf_4          0.50
o221ai_1       0.23
a32o_1         0.32
mux2_1         0.33
[logic make-up (layout without fill, tap and decap cells)]
logic type               Yosys count  after routing
AND-OR/OR-AND                     79             79
XOR/XNOR                           7              7
adder cells (fa/ha/maj)            2              2
buffers and inverters             26            152
flip-flops                        86             86
multiplexers                      71             71
AND/OR/NAND/NOR                  106            106
[metrics by stage]
step / std cells / setup slack (ns) / utilization (%) / power [W]
after global routing: 683 / 0.895 / 43.3 / 0.00251
after global placement: 668 / 1.05 / 41.3 / 0.00184
after detailed placement: 668 / 1.08 / 41.3 / 0.00186
after CTS: 683 / 1.06 / 43.3 / 0.00237
final: 683 / 0.998 / 43.3 / 0.00234
after floorplan: 377 / 2.64 / - / 0.00148
[power by group]
part	internal [W]	switching (W)	total (W)
registers	0.000780	0.000189	0.000970
logic	0.000540	0.000341	0.000881
clock network	0.000283	0.000211	0.000494
[registers in the layout (all words and copies together) (netlist names)]
name and count:
req_s 12, request 5, req_bb 15, mt12_q 1, req_data 16, read_parity 1
timer 14, state 4, read_data 16, t12_starts 2
[layout by cell type (no fill, tap or decap), types with 4 or more instances in the layout]
cell type / count
nor3b_1: 9
o21ai_0: 19
mux2_2: 60
clkdlybuf4s50_1: 123
a222oi_1: 12
dfrtp_1: 86
nor2_1: 30
a21oi_1: 11
buf_4: 11
nand2_1: 16
clkbuf_16: 9
nor3_1: 5
xnor2_1: 6
nand2b_1: 5
mux2i_1: 8
or3_1: 6
a22oi_1: 12
nor4_1: 4
a32o_1: 5
[how the worst max path moves through the flow]
stage	depth (start not counted)	slack (ns)	from	to
5_1_grt	6	0.90	mst[2]	mdt[3]
6_report	6	1.0	mst[2]	mdt[3]
4_1_cts	6	1.06	mst[2]	mdt[3]
[layout make-up]
cell class | count | area, um2 | area share [%]
clock inverters | 4 | 30.0 | 0.496
flip-flops and latches | 86 | 2150 | 35.6
inverters | 3 | 11.3 | 0.186
multi-input cells | 265 | 2070 | 34.2
well taps | 180 | 225 | 3.72
clock buffers | 11 | 253 | 4.18
repair buffers | 134 | 1310 | 21.7
[routing by layer]
layer / wire [um] / vias up
met5: 0 / -
met4: 161 / 0
met3: 751 / 11
met2: 5290 / 107
met1: 5220 / 1744
li1: - / 1673
Power figures rest on the tool's default switching activity, not on a simulated workload.
