File: /design/flow/run.sh
#!/bin/bash
# OpenROAD 26Q1-2900-gdf79404cd8, Yosys 0.63+post, stock flow scripts
make -C /OpenROAD-flow-scripts/flow DESIGN_CONFIG=/design/flow/config.mk WORK_HOME=/design/flow/orfs finish
File: /design/flow/config.mk
export PLATFORM = sky130hd
export DESIGN_NAME = monitor_dsky
export DESIGN_NICKNAME = monitor_dsky
export VERILOG_FILES = /design/flow/design.v
export SDC_FILE = /design/flow/constraint.sdc
export NUM_CORES = 4
export LEC_CHECK = 1
export CORE_UTILIZATION = 30
File: /design/flow/constraint.sdc
current_design monitor_dsky

set clk_period 8.1
set clk_io_pct 0.2

create_clock -name clk0 -period $clk_period [get_ports {clk}]

set non_clock_inputs [all_inputs -no_clocks]
set_input_delay [expr $clk_period * $clk_io_pct] -clock clk0 $non_clock_inputs
set_output_delay [expr $clk_period * $clk_io_pct] -clock clk0 [all_outputs]
File: /design/flow/design.v
`timescale 1ns / 1ps
`default_nettype none
`timescale 1ns / 1ps
module monitor_dsky(
    input wire clk,
    input wire rst_n,
    input wire read_en,
    input wire write_en,
    input wire [15:0] addr,
    input wire [15:0] data_in,
    output wire [15:0] data_out,
    input wire mgojam,
    input wire [12:1] mt,
    input wire msqext,
    input wire [15:10] sq,
    input wire mrchg,
    input wire [9:1] ch,
    input wire [15:1] out0,
    input wire [15:1] dsalmout,
    input wire [15:1] chan13,
    output wire [16:1] mdt,
    output reg keyrupt1,
    output reg keyrupt2
);
wire [16:1] mdt_mainkey;
wire [16:1] mdt_navkey;
wire [16:1] mdt_pro;
assign mdt = mdt_mainkey | mdt_navkey | mdt_pro;
wire [15:12] rywd;
assign rywd = out0[15:12];
reg [15:12] rywd_p;
reg [18:0] rywd_timer;
wire [11:1] ryb;
assign ryb = out0[11:1];
reg [9:0] prog;
reg [9:0] verb;
reg [9:0] noun;
reg [26:0] reg1;
reg [26:0] reg2;
reg [26:0] reg3;
reg prio_disp;
reg no_dap;
reg vel;
reg no_att;
reg alt;
reg gimbal_lock;
reg tracker;
reg prog_alarm;
always @(posedge clk or negedge rst_n) begin
    if (~rst_n) begin
        prog <= 10'b0;
        verb <= 10'b0;
        noun <= 10'b0;
        reg1 <= 27'b0;
        reg2 <= 27'b0;
        reg3 <= 27'b0;
        prio_disp <= 1'b0;
        no_dap <= 1'b0;
        vel <= 1'b0;
        no_att <= 1'b0;
        alt <= 1'b0;
        gimbal_lock <= 1'b0;
        tracker <= 1'b0;
        prog_alarm <= 1'b0;
        rywd_p <= 4'b0;
        rywd_timer <= 19'd500000;
    end else begin
        if (rywd == rywd_p) begin
            if (rywd_timer > 19'b0) begin
                rywd_timer <= rywd_timer - 19'b1;
            end else begin
                case (rywd)
                4'o01: begin
                    reg3[9:0] <= ryb[10:1];
                    reg3[25] <= ryb[11];
                end
                4'o02: begin
                    reg3[19:10] <= ryb[10:1];
                    reg3[26] <= ryb[11];
                end
                4'o03: begin
                    reg3[24:20] <= ryb[5:1];
                    reg2[4:0] <= ryb[10:6];
                end
                4'o04: begin
                    reg2[14:5] <= ryb[10:1];
                    reg2[25] <= ryb[11];
                end
                4'o05: begin
                    reg2[24:15] <= ryb[10:1];
                    reg2[26] <= ryb[11];
                end
                4'o06: begin
                    reg1[9:0] <= ryb[10:1];
                    reg1[25] <= ryb[11];
                end
                4'o07: begin
                    reg1[19:10] <= ryb[10:1];
                    reg1[26] <= ryb[11];
                end
                4'o10: begin
                    reg1[24:20] <= ryb[5:1];
                end
                4'o11: begin
                    noun[9:0] <= ryb[10:1];
                end
                4'o12: begin
                    verb[9:0] <= ryb[10:1];
                end
                4'o13: begin
                    prog[9:0] <= ryb[10:1];
                end
                4'o14: begin
                    prio_disp   <= ryb[1];
                    no_dap      <= ryb[2];
                    vel         <= ryb[3];
                    no_att      <= ryb[4];
                    alt         <= ryb[5];
                    gimbal_lock <= ryb[6];
                    tracker     <= ryb[8];
                    prog_alarm  <= ryb[9];
                end
                endcase
            end
        end else begin
            rywd_timer <= 19'd500000;
        end
        rywd_p <= rywd;
    end
end
reg restart_ff;
always @(posedge clk or negedge rst_n) begin
    if (~rst_n) begin
        restart_ff <= 1'b0;
    end else begin
        if (mgojam) begin
            restart_ff <= 1'b1;
        end else if ((keyrupt1 & (main_keycode == 5'b10010)) | (keyrupt2 & (nav_keycode == 5'b10010))) begin
            restart_ff <= 1'b0;
        end
    end
end
wire restart;
assign restart = restart_ff | chan13[10];
wire upl_act;
assign upl_act = dsalmout[3];
wire stby;
assign stby = chan13[10];
wire key_rel;
assign key_rel = dsalmout[5];
wire opr_err;
assign opr_err = dsalmout[7];
wire temp;
assign temp = dsalmout[4];
wire com_act;
assign com_act = dsalmout[2];
wire vnflash;
assign vnflash = dsalmout[6];
reg [4:0] main_keycode;
reg [6:0] nav_keycode;
reg proceed;
wire rxor_start;
assign rxor_start = msqext & (sq == 6'o06) & ((ch == 9'o32) | (ch == 9'o72)) & mt[2];
reg rxor_32;
always @(posedge clk or negedge rst_n) begin
    if (~rst_n) begin
        rxor_32 <= 1'b0;
    end else begin
        if (rxor_start) begin
            rxor_32 <= 1'b1;
        end else if (mt[12]) begin
            rxor_32 <= 1'b0;
        end
    end
end
reg mainkey_cycle;
reg navkey_cycle;
assign mdt_pro = (proceed & rxor_32 & mt[9]) ? 16'o20000 : 16'o0;
assign mdt_mainkey = (mrchg & mainkey_cycle) ? {11'b0, main_keycode} : 16'o0;
assign mdt_navkey = (mrchg & navkey_cycle) ? {9'b0, nav_keycode} : 16'o0;
always @(posedge clk or negedge rst_n) begin
    if (~rst_n) begin
        mainkey_cycle <= 1'b0;
        navkey_cycle <= 1'b0;
    end else begin
        if (mrchg & (ch == 9'o15)) begin
            mainkey_cycle <= 1'b1;
        end else if (mt[11]) begin
            mainkey_cycle <= 1'b0;
        end
        if (mrchg & (ch == 9'o16)) begin
            navkey_cycle <= 1'b1;
        end else if (mt[11]) begin
            navkey_cycle <= 1'b0;
        end
    end
end
always @(posedge clk or negedge rst_n) begin
    if (~rst_n) begin
        main_keycode <= 5'b0;
        nav_keycode <= 7'b0;
        proceed <= 1'b0;
        keyrupt1 <= 1'b0;
        keyrupt2 <= 1'b0;
    end else begin
        keyrupt1 <= 1'b0;
        keyrupt2 <= 1'b0;
        if (rxor_32 & mt[11]) begin
            proceed <= 1'b0;
        end
        if (mainkey_cycle & (mt[10])) begin
            main_keycode <= 5'b0;
        end
        if (navkey_cycle & (mt[10])) begin
            nav_keycode <= 7'b0;
        end
        if (write_en) begin
            case (addr)
            16'h09: begin
                main_keycode <= data_in[4:0];
                keyrupt1 <= 1'b1;
            end
            16'h0C: begin
                nav_keycode <= data_in[6:0];
                keyrupt2 <= 1'b1;
            end
            16'h0A: begin
                proceed <= 1'b1;
            end
            endcase
        end
    end
end
reg [15:0] read_data;
reg read_done;
assign data_out = read_done ? read_data : 16'b0;
always @(posedge clk or negedge rst_n) begin
    if (~rst_n) begin
        read_data <= 16'b0;
        read_done <= 1'b0;
    end else if (read_en) begin
        read_done <= 1'b1;
        case (addr)
        16'h00:   read_data <= {6'b0, prog};
        16'h01:   read_data <= {4'b0, verb};
        16'h02:   read_data <= {1'b0, noun};
        16'h03: read_data <= {1'b0, reg1[14:0]};
        16'h04: read_data <= {4'b0, reg1[26:15]};
        16'h05: read_data <= {1'b0, reg2[14:0]};
        16'h06: read_data <= {4'b0, reg2[26:15]};
        16'h07: read_data <= {1'b0, reg3[14:0]};
        16'h08: read_data <= {4'b0, reg3[26:15]};
        16'h0B: read_data <= {vnflash, com_act, upl_act, no_att, stby, key_rel, opr_err, no_dap, prio_disp,
                                        temp, gimbal_lock, prog_alarm, restart, tracker, alt, vel};
        endcase
    end else begin
        read_done <= 1'b0;
    end
end
endmodule
`default_nettype wire
==> impl_metrics.yaml <==
# flow metrics
timing:
  fmax_mhz: 225.2
  finalCriticalPeriod_ps: 4440
  setup_viol: 0
  slew_viol_final: 0
  slew_headroom_pct: 36.85
  timing.final.crit_share_pct: 54.81
  tightest_slew_ps: 940.0
  hold_viol: 0
  rsz0062_at_grt: "no"
  tns_ps: 0
  finClkSkew_ps: 12.11
power:
  p_clk_share_pct: 44.0
  internal_power_mw: 1.354
  fin_total_pwr_mw: 1.815
  switching_share_pct: 25.40
  p_per_area_nw_per_um2: 172.1
  power_leakage_nw: 4.631
  vdd_drop_max_mv: 0.1502
  pwr-share-comb_pct: 6.7
  switching_power_mw: 0.4611
  pwr-share-seq_pct: 49.3
global_route:
  grt_pass1_vias: 6046
  grt_pass1_wl_um: 33340
  antenna_found_initial: 0
  grt.total_usage_pct: 15.13
  grt.overflow.total: 0
  grt_max_degree: 65
synth:
  ys_area_sq_um: 8602
  ys_sh_xor_pct: 1.018
  async_flop_share_pct: 100.0
  yosysTopAreaCell: "dfrtp_1"
  synthCells: 742
  flop_cell: "dfrtp_1"
  synth-compound-area-share_pct: 8.916
  fa_ha_area_share_pct: 0.1455
  synthesis.yosys.warnings: 1
  synth_area_sq_um: 8602
  syn_area_per_cell_sq_um: 11.59
  synthDominantCellAreaShare_pct: 49.75
  ys_cells: 742
  ys_sh_simple_pct: 14.43
  synth-seq-cells: 178
  synth_seq_share_pct: 51.88
  ys_sh_mux_pct: 20.55
  top_cells_by_area: "dfrtp_1 50%, mux2_2 17%, mux2i_1 3.1%"
  ys_top_logic_family: "multiplexers"
  synth_cell_types: 58
  edf_count: 0
clock_tree:
  clk_path_buf_depth: 2
  ctsResizeCount: 0
  cts_max_level: 4
  root_buffer: "clkbuf_16"
  clock-sinks: 178
  clock_latency_ps: 430
  path_clk_slew_ps: 70
  cts_tree: "built"
  cts_hold_buf: 0
  cts_setup_buffers: 0
  cts_made_buffers: 17
route:
  wirelength_um: 20860
  drtIter0Drc: 371
  vias_per_cell: 4.993
  first_pass_iters: 4
  drc_errors: 0
  routed-via-count: 6107
  post_drt_wl_per_cell_um: 17.05
  antenna_cells: 0
  ant_nets: 0
place:
  io_buffers: 97
  hpwl_um: 14000
  gp_congestion: 0.8586
die:
  coreArea_sq_um: 28010
  dieHeight_um: 171.3
  die_w_um: 171.3
  pin_count: 145
  die_area_sq_um: 29350
  fp_util_pct: 30.71
  rows: 61
cells_and_area:
  drive_above_1_share_pct: 24.26
  area_growth_pct: 22.59
  n_fill_cell: 2708
setup_path:
  cp_common_cell: "clkdlybuf4s50_1"
  crit_type: "in -> out"
  path_buffers: 2
  crit_family: "buffers and inverters"
  worstPathCellList: "clkdlybuf4s50_1, and3_1, clkdlybuf4s50_1"
  worstPathRequired_ps: 6480
  crit_path_end_kind: "output port"
  cpMaxStageDelayCell: "clkdlybuf4s50_1"
  startpoint_type: "input pin"
  cpPeakStageDelay_ps: 570
  arrival_ps: 2820
  cp_max_fo: 8
min_path:
  hold_path_class: "reg -> reg"
flow_run:
  tool_warnings: 64
  maxCapViolCount: 0
outcome:
  outcome: "completed"
## power groups by stage
stage         Clock (mW)  Sequential (mW)  Combinational (mW)
global route       0.852            0.896               0.136
finish             0.798            0.895               0.122
CTS                0.815            0.895               0.125
## tightest hold or removal path, stage by stage, from the launching register on
cell	delay, ps
dfrtp_1	340
nand2_1	50
o41ai_1	50
## worst paths after layout
path / cells past startpoint / startpoint / slack, ps / endpoint
worst max-delay path: 3 / mrchg / 3660 / mdt[7]
worst min-delay path: 2 / proceed / 470 / proceed
worst max register to register: 7 / rywd_timer[0] / 4740 / prog[3]
worst min register to register: 2 / proceed / 470 / proceed
max in group asynchronous: 2 / rst_n / 5700 / reg2[12]
min in group asynchronous: 1 / rst_n / 1160 / nav_keycode[5]
## synthesized netlist by cell type (9+ instances only)
master	n
dfrtp_1	171
xnor2_1	10
a2111oi_0	9
clkbuf_1	29
a21oi_1	19
buf_2	9
and2_1	20
o22ai_1	12
nand4_1	13
nor2b_1	10
nor2_1	41
nand2_1	51
mux2i_1	27
a22oi_1	15
mux2_2	132
nor3_1	16
o21ai_0	21
## cell families (layout without fill, tap and decap cells)
group           count (synthesis)  in the layout
simple gates                  222            222
flops                         178            178
mux                           160            160
compound gates                112            112
buf+inv                        58            154
xor+xnor                       10             10
fa+ha+maj                       1              1
other cells                     1              8
## registers in the layout (all words and copies together), names as in the netlist, 5 cells and up
| register | count |
|---|---|
| reg1 | 27 |
| reg2 | 27 |
| reg3 | 27 |
| rywd_timer | 19 |
| read_data | 16 |
| noun | 10 |
| prog | 10 |
| verb | 10 |
| nav_keycode | 7 |
| main_keycode | 5 |
## final cells by class
type                            count  area (sq um)  share of cell area [%]
Sequential cell                   178          4463                   42.32
Multi-Input combinational cell    513          3911                   37.09
Timing Repair Buffer              115          1102                   10.45
Tap cell                          378         473.0                   4.485
Clock buffer                       18         429.2                   4.070
Clock inverter                     14         140.1                   1.329
Inverter                            7         26.28                  0.2492
## metal layers
layer / routed length (um) / global-route usage (%) / vias up
li1: - / - / 2890
met1: 10030 / 23.36 / 3042
met2: 9251 / 23.15 / 159
met3: 1342 / 3.139 / 16
met4: 236 / 1.747 / 0
met5: 0 / 0 / -
## through the flow
step / cell area [sq um] / hold WS, ps / utilization (%) / instances / worst slack [ps]
2_1_floorplan: 8628 / 433.6 / - / 749 / 4473
3_3_place_gp: 9976 / 455.7 / 35.61 / 1191 / 3439
3_5_place_dp: 9976 / 461.9 / 35.61 / 1191 / 3424
4_1_cts: 10550 / 477.3 / 37.65 / 1223 / 3644
5_1_grt: 10550 / 512.2 / 37.65 / 1223 / 3575
6_report: 10550 / 471.3 / 37.65 / 1223 / 3660
## placed cells by master, fill, tap and decap left out, types with 9 or more instances in the layout
cell,Yosys,routed
xnor2_1,10,10
a21oi_1,19,19
clkdlybuf4s50_1,0,95
nor2b_1,10,10
nor3_1,16,15
and2_1,20,20
a22oi_1,15,15
a2111oi_0,9,9
o22ai_1,12,12
mux2i_1,27,27
dfrtp_1,171,171
buf_4,8,18
nand2_1,51,51
mux2_2,132,132
nand4_1,13,13
o21ai_0,21,21
nor2_1,41,41
clkbuf_16,0,17
Power is estimated from default activity; no workload was simulated.
